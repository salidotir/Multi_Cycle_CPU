`/design/flow/design.v`:
```
`timescale 1ns / 1ps
module pc_register(clk, pc, pc_en, next_pc);
	input clk, pc_en;
	input [31:0] pc;
	output reg [31:0] next_pc;
	always @(posedge clk)
	begin
		if (pc_en == 1)
		begin
			next_pc <= pc;
		end
	end
endmodule
```
`/design/flow/run.sh`:
```
#!/bin/bash
# OpenROAD 26Q1-2900-gdf79404cd8, Yosys 0.63+post, stock flow scripts
make -C /OpenROAD-flow-scripts/flow DESIGN_CONFIG=/design/flow/config.mk WORK_HOME=/design/flow/orfs finish
```
`/design/flow/config.mk`:
```
export PLATFORM = sky130hd
export DESIGN_NAME = pc_register
export DESIGN_NICKNAME = pc_register
export VERILOG_FILES = /design/flow/design.v
export SDC_FILE = /design/flow/constraint.sdc
export NUM_CORES = 4
export LEC_CHECK = 1
export CORE_AREA = 10 10 95 95
export DIE_AREA = 0 0 105 105
```
`/design/flow/constraint.sdc`:
```
current_design pc_register

set clk_period 1.0
set clk_io_pct 0.2

create_clock -name clk0 -period $clk_period [get_ports {clk}]

set non_clock_inputs [all_inputs -no_clocks]
set_input_delay [expr $clk_period * $clk_io_pct] -clock clk0 $non_clock_inputs
set_output_delay [expr $clk_period * $clk_io_pct] -clock clk0 [all_outputs]
```
==> impl.org <==
#+TITLE: Physical design notes

** Synth
- Dominant cell area share :: 100.0%
- Count of warnings emitted by yosys :: 1
- For this run, the register share of the synthesized area comes to 100.0%.
- Mapped Area :: 960.9 µm²
- The synthesized instance count is 32.
- Cell type with the highest aggregate area in the netlist :: edfxtp_1
- edfxtp_1 is the most common cell in the netlist.
- Number of different library cells in the post-synthesis netlist :: 1
- Dividing the synthesized area by the synthesized cell count gives 30.03 µm².
- The synthesis report lists the most area-consuming cells as edfxtp_1 100%.
- Fraction of registers with async set or reset after synthesis :: 0%
- In the synthesized netlist, the cells that appear most often are 32 x edfxtp_1.
- The synthesis report names the predominant flop master as edfxtp_1.
- Post-synthesis sequential element count :: 32
- The synthesized design contains 32 enable-type register cells.
- Cells in synth_stat.txt :: 32
- According to the Yosys statistics, the synthesized design has a chip area of 960.9 µm².

** Routing
- After detailed routing, the total wire length is 2.728 mm.
- The number of antenna diodes in the final layout is 0.
- Wire length per cell :: 13.50 µm
- The detailed router placed 577 vias in this run.
- After the first detailed-routing iteration, the DRC count stood at 12.
- Routed Antenna Nets :: 0
- The script parses the final routing iteration and logs DRC violations as 0.
- Routed via count divided by cell count :: 2.856
- The first TritonRoute pass finished after 2 iterations.

** Worst setup path
- Critical path destination :: next_pc[18]
- Stages on the worst setup path :: 1
- The worst setup path is captured at an output pin.
- Max fanout on the critical path was recorded as 1.
- Master of the slowest instance on the critical path :: edfxtp_1
- Critical path's largest stage delay :: 0.38 ns
- Per STA, the startpoint of the critical path is next_pc[18].
- Top delay family on crit path :: flip-flops
- Number of buffer and inverter stages on the critical path :: 1
- According to the timing report, the data required time at the worst endpoint equals 0.80 ns.
- STA puts the critical path data arrival time at 0.79 ns.
- Critical Path Source Type :: flop
- Looking at the setup timing report, the critical path kind is flop to output pin.
- In this run the critical path is formed by buf_2.

** CTS
- Buffer depth of the longest clock path :: 2
- H-Tree Depth :: 2
- TritonCTS sink count :: 32
- TritonCTS created 5 clock buffers.
- Root Buffer :: clkbuf_8
- # Post-CTS Setup Buffers :: 0
- CTS tree :: done
- The post-CTS hold buffer count recorded in the log is 0.
- Clock-pin slew on the worst setup and hold paths :: 0.07 ns

** STA
- For the pin with the worst max-slew slack, the measured transition is 0.1911 ns.
- Final max-slew violation count :: 0
- Max-slew headroom :: 87.26%
- Count of final setup violators :: 0
- Fmax :: 1014 MHz
- Counting I/O delays and the setup requirement, the final critical path takes 0.9861 ns.
- For reference, the final report shows the hold violation count at 0.
- In the finished design, the share of the clock period the worst path needs comes to 98.61%.
- Setup repair after global routing could not meet its margin everywhere.

** Worst hold path
- Note that the worst hold path type here is input pin to flop.

** Status
- Status :: complete, no violations

** Placement
- Buffers placed on the I/O ports in this run total 65.
- For this run the detailed placement stage logged an HPWL of 2.119 mm.
- Placed cell area :: 1747 µm²
- RePlAce Congestion :: 0.6745

** Floorplanning
- 66 I/O pins were placed.
- Die height :: 105 µm
- Core area :: 6907 µm²
- Area enclosed by the die boundary :: 11,030 µm²
- Number of rows in the core area :: 30
- Chip Width :: 105 µm
- Fraction of the core area occupied by cells at floorplan :: 13.91%

** Final layout
- The layout stage reports a final design area of 1669 µm².
- Counting flops per register, the top entry is next_pc.
- Number of flip-flops under the largest register name :: 32
- Area growth from synthesis to layout :: 73.70%
- According to the cell report, the number of logic gates is 0.
- Area of the multi-input gates :: 0 µm²
- Proportion of layout cells with a drive suffix above 1 :: 38.68%
- The largest registers in the layout are next_pc x32.
- Combined flip-flop and latch cell area :: 960.9 µm²
- Filler cells :: 731

** Power
- The worst-case IR drop observed on VDD is 0.4551 mV.
- Leakage dissipation :: 0.6229 nW
- Total power draw :: 0.002796 W
- Total power density per cell area :: 1675 nW/µm²

** Global route
- Vias in the first global route :: 628
- Maximum number of pins on one net before global-route repair :: 33
- Global-route wire length before repair :: 4.050 mm
- Grt total ovfl :: 0
- Number of antenna violations at the first check in global routing :: 0
- Global routing used 4.772% of the available tracks.

** Run
- In this run the tools logged warnings totalling 27.
- The report counts max-capacitance violations totalling 0.
-- cell usage in the layout (no fill, tap or decap) --
master	synthesis	routed
clkinv_2	0	2
buf_2	0	33
clkinv_1	0	1
clkdlybuf4s50_1	0	32
buf_12	0	1
edfxtp_1	32	32
clkbuf_8	0	5
-- worst min-delay path by stage --
stage	endpoint	depth (start not counted)	slack [ns]	start
4_1_cts	next_pc[14]	2	0.38	pc_en
5_1_grt	next_pc[14]	2	0.38	pc_en
6_report	next_pc[14]	2	0.38	pc_en
-- kinds of logic (layout without fill, tap and decap cells) --
kind of cell | after synthesis | after routing | share of synthesized area (%)
buffers and inverters | 0 | 74 | 0
DFF | 32 | 32 | 100.0
-- routing by layer --
metal / up-vias / track usage [%] / part of all wire [%] / routed length, µm
met2: 39 / 7.607 / 47 / 1289
met1: 259 / 5.515 / 40 / 1083
li1: 273 / - / - / -
met4: 0 / 0.6863 / 1.5 / 42
met5: - / 0 / 0 / 0
met3: 6 / 2.919 / 11 / 313
-- report_power, final --
part           internal, W  switching [W]  leakage, nW
clock network     0.000472       0.000469       0.0453
logic             0.000179      0.0000626        0.264
registers          0.00159      0.0000213        0.313
-- metrics by stage --
stage	setup TNS [ns]	hold slack (ns)	setup WS [ns]	utilization [%]	cells
5_1_grt	-0.2564	0.3766	-0.05656	24.17	202
6_report	0	0.3752	0.01387	24.17	202
3_3_place_gp	-0.02821	0.6753	-0.01340	25.29	194
4_1_cts	-0.03266	0.3841	-0.02455	24.17	202
2_1_floorplan	0	0.2989	0.5013	-	32
3_5_place_dp	-0.04647	0.6809	-0.01890	25.29	194
-- layout make-up --
cell class / count / share of cell area [%]
Clock buffer: 5 / 4.123
Timing Repair Buffer: 66 / 30.28
Clock inverter: 3 / 0.8246
Sequential cell: 32 / 57.57
Tap cell: 96 / 7.196
-- what timing repair did --
action	4_1_cts	5_1_grt
gates resized	98	0
cloned	0	0
endpoints found under the setup margin	32	17
Power and IR drop assume default switching activity.
